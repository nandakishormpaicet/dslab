File: constraint.sdc
current_design decade_counter

set clk_period 1.4
set clk_io_pct 0.2

create_clock -name clk0 -period $clk_period [get_ports {clk}]

set non_clock_inputs [all_inputs -no_clocks]
set_input_delay [expr $clk_period * $clk_io_pct] -clock clk0 $non_clock_inputs
set_output_delay [expr $clk_period * $clk_io_pct] -clock clk0 [all_outputs]
File: design.v
module decade_counter(input clk,output [3:0] q);
    reg [3:0] q =4'b000;
    always @(posedge clk) 
    begin
        if(q<4'b1001)
            q=q+1'b1;
        else
            q=4'b0000;
    end
endmodule
module decade_test;
    reg clk;
    wire [3:0] q;
    decade_counter dc(clk,q);
    initial begin
        $dumpfile("decade.vcd");
        $dumpvars(1);
        $display("\nDECADE COUNTER\n\nClk Q3 Q2 Q1 Q0 ");
        $monitor(clk,"   ",q[3],"  ",q[2],"  ",q[1],"  ",q[0]);
        clk=0;
    end    
    always #1 clk=~clk;
endmodule
File: run.sh
#!/bin/bash
# OpenROAD 26Q1-2900-gdf79404cd8, Yosys 0.63+post, stock flow scripts
make -C /OpenROAD-flow-scripts/flow DESIGN_CONFIG=/design/flow/config.mk WORK_HOME=/design/flow/orfs finish
File: config.mk
export PLATFORM = sky130hd
export DESIGN_NAME = decade_counter
export DESIGN_NICKNAME = decade_counter
export VERILOG_FILES = /design/flow/design.v
export SDC_FILE = /design/flow/constraint.sdc
export NUM_CORES = 4
export LEC_CHECK = 1
export CORE_AREA = 10 10 70 70
export DIE_AREA = 0 0 80 80
==> reports/qor.yml <==
yosys:
  synth.cell_area_um2: 170.2
  yosysWarnings: 1
  syn-mean-instance-area_um2: 9.454
  yosys.cell_count.top_type: "sky130_fd_sc_hd__dfxtp_1"
  synth_top_flop_cell: "sky130_fd_sc_hd__dfxtp_1"
  yosys_stat_cell_total: 18
  yosys.area.top_type_share: 0.4706
  edf_count: 0
  synth_flops: 4
  syn-instance-count: 18
  synthTopCellsByCount: "sky130_fd_sc_hd__dfxtp_1 (4), sky130_fd_sc_hd__nand2b_1 (3)"
  async_reset_ff_frac: 0
  synth.lib_cells_used.distinct: 9
  synth-area-yosys_um2: 170.2
  synth_area_leader_cell: "sky130_fd_sc_hd__dfxtp_1"
  synth_seq_share: 0.4706
  post_synth_main_area_contributors: "sky130_fd_sc_hd__dfxtp_1 (47%), sky130_fd_sc_hd__ha_1 (15%), sky130_fd_sc_hd__nand2b_1 (11%)"
setup_path:
  worstPathArrival_ns: 1.06
  critPathLaunchType: "flop"
  critical_path.reg2reg.endpoint: "q[2]$_SDFF_PP0_"
  worstSetupStartpoint: "q[3]$_SDFF_PP0_"
  worstPathRequired_ns: 1.12
  timing.critical_path.slowest_cell_delay_ns: 0.46
  timing.critical_path.buf_inv: 1
  timing.rr.start: "q[0]$_SDFF_PP0_"
  timing.setup.critical_path_class: "flop to primary output"
  ff2ff_setup_slack_ns: 0.46
  critical-path-top-delay-family: "buffers and inverters"
  slowest_stage: "sky130_fd_sc_hd__clkdlybuf4s50_1"
  worstPathCellList: "clkdlybuf4s50_1"
  worst-path-max-fanout: 6
  reg2regPathDepth: 4
  critical_path.endpoint_type: "primary output"
floorplan:
  top_level_ports: 5
  fp_util: 0.04982
  core_area_um2: 3416
  dieWidth_um: 80
  floorplan.rows: 21
  fp.dieArea_um2: 6400
  die_y_um: 80
status:
  run_status: "complete, no violations"
worst_hold_path:
  whs_endpoint: "q[0]$_SDFF_PP0_"
  hold_crit_class: "flop to flop"
  worstHoldStart: "q[0]$_SDFF_PP0_"
  timing.hold.worst_path_depth: 1
cts:
  cts.reportedPaths.clkPinSlew_ns: 0.04
  clk_root_buffer_cell: "sky130_fd_sc_hd__clkbuf_4"
  cts_buffers: 3
  clock_sinks: 4
  clock.latency.late_pin_ns: 0.24
  ctsHoldBuffers: 0
  clock_tree.htree_level_count: 1
  post-cts-setup-buffers: 0
  tritoncts: "done"
  cts_buffer_depth: 2
sta:
  hold_slack_ns: 0.4350
  setup_repair_after_global_routing_missed_its_margin: "false"
  setup-tns-final_ns: 0
  max_slew_margin: 0.9244
  setup_viol: 0
  clock.fmax_mhz: 745.0
  finalCritPeriodShare: 0.9588
  hold_violations: 0
  period_needed_ns: 1.342
  clock_skew_ns: 0.006022
  final-max-slew-violation-count: 0
  worst_slew_pin_slew_ns: 0.1134
global_routing:
  grt_antenna_before_repair: 1
  grt_first_pass_wirelength_um: 717
  grt_start_max_net_pins: 7
  grt_usage: 0.01666
  globalRoute.totalOverflow: 0
  vias_in_the_first_global_route: 165
route:
  routed-via-count: 153
  drc: 0
  final_antenna_net_count: 0
  firstDrtPassIters: 2
  route.final.wire_length_um: 455
  post_drt_wl_per_cell_um: 6.319
  drt_first_iter_violations: 10
  route.detailed.vias_per_inst: 2.125
placement:
  placed_area_um2: 267.8
  place.detailed.hpwl_um: 324
  placement.io_buffers: 4
  placed_cells_incl_taps: 68
  place.gp.congestion: 0.6001
finish:
  combGateArea_um2: 82.58
  seqCellArea_um2: 90.09
  drive_above_1_share: 0.2800
  final_design_area_no_fill_um2: 307.8
  fillerInstances: 406
  number_of_flip_flops_under_the_largest_register_name: 4
  area_delta_synth_final_pct: 80.88
  finish.cell_count_without_fillers: 72
pwr:
  p_per_area_nw_per_um2: 827.5
  cellLeakagePower_uw: 0.0001328
  peak_vdd_ir_mv: 0.1696
run:
  cap_violations: 0
  tool_warnings: 26
[logic make-up after synthesis]
group,share of synthesized area
flops,0.4706
buf+inv,0.04413
fa+ha+maj,0.1470
compound gates,0.1470
simple gates,0.1912
[how the worst max path moves through the flow]
stage           to  cells past startpoint  slack [ns]
CTS           q[0]                      1        0.02
global route  q[3]                      1        0.01
finish        q[3]                      1        0.06
[where the power goes]
group          internal [uW]  switching [uW]
Combinational              0               0
Clock                   95.9            48.1
Sequential               111               0
[through the flow]
stage               total power, uW  setup slack [ns]  utilization
floorplan                     116.3            0.5035            -
global placement              116.3            0.2273      0.07839
detailed placement            116.3            0.2114      0.07839
CTS                           265.9           0.01795      0.08645
global route                  279.7          0.009533      0.09011
finish                        254.7           0.05767      0.09011
[area by class of cell]
| class | instances | share of cell area |
|---|---|---|
| Sequential cell | 4 | 0.2927 |
| Multi-Input combinational cell | 12 | 0.2683 |
| Tap cell | 46 | 0.1870 |
| Timing Repair Buffer | 4 | 0.1463 |
| Clock buffer | 3 | 0.07317 |
| Inverter | 2 | 0.02439 |
| Antenna cell | 1 | 0.008130 |
[repair_timing]
action | 4_1_cts | 5_1_grt
resized | 4 | 4
endpoints found under the setup margin | 4 | 3
endpoints found under the hold margin | 0 | 0
[cells in the final DEF (no fill, tap or decap)]
cell,instances
sky130_fd_sc_hd__a21boi_1,1
sky130_fd_sc_hd__inv_1,2
sky130_fd_sc_hd__nand2b_1,3
sky130_fd_sc_hd__dfxtp_4,2
sky130_fd_sc_hd__clkbuf_4,3
sky130_fd_sc_hd__a21oi_1,1
sky130_fd_sc_hd__clkdlybuf4s50_1,2
sky130_fd_sc_hd__dlymetal6s2s_1,2
sky130_fd_sc_hd__dfxtp_2,2
sky130_fd_sc_hd__ha_1,2
sky130_fd_sc_hd__nor2b_1,1
sky130_fd_sc_hd__diode_2,1
sky130_fd_sc_hd__nand2_1,2
sky130_fd_sc_hd__o22ai_1,2
[routing by layer]
| metal | vias to the layer above | track usage | wire length (um) |
|---|---|---|---|
| li1 | 75 | - | - |
| met3 | 0 | 0.03636 | 157 |
| met2 | 8 | 0.01605 | 123 |
| met4 | 0 | 0.001761 | 0 |
| met5 | - | 0 | 0 |
| met1 | 70 | 0.01261 | 174 |
Power and IR drop assume default switching activity.
